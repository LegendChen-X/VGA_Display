**flow/config.mk**
```make
export PLATFORM = sky130hd
export DESIGN_NAME = control
export DESIGN_NICKNAME = control
export VERILOG_FILES = /design/flow/design.v
export SDC_FILE = /design/flow/constraint.sdc
export NUM_CORES = 4
export LEC_CHECK = 1
export CORE_AREA = 10 10 70 70
export DIE_AREA = 0 0 80 80
```
**flow/run.sh**
```bash
#!/bin/bash
# OpenROAD 26Q1-2900-gdf79404cd8, Yosys 0.63+post, stock flow scripts
make -C /OpenROAD-flow-scripts/flow DESIGN_CONFIG=/design/flow/config.mk WORK_HOME=/design/flow/orfs finish
```
**flow/design.v**
```verilog
module part2
	(
		CLOCK_50,						 
        KEY,
        SW,
		VGA_CLK,   						 
		VGA_HS,							 
		VGA_VS,							 
		VGA_BLANK_N,						 
		VGA_SYNC_N,						 
		VGA_R,   						 
		VGA_G,	 						 
		VGA_B   						 
	);
	input			CLOCK_50;				 
	input   [9:0]   SW;
	input   [3:0]   KEY;
	output			VGA_CLK;   				 
	output			VGA_HS;					 
	output			VGA_VS;					 
	output			VGA_BLANK_N;				 
	output			VGA_SYNC_N;				 
	output	[9:0]	VGA_R;   				 
	output	[9:0]	VGA_G;	 				 
	output	[9:0]	VGA_B;   				 
	wire resetn;
	assign resetn = KEY[0];
	wire [2:0] colour;
	wire [7:0] x;
	wire [6:0] y;
	wire writeEn;
	vga_adapter VGA(
			.resetn(resetn),
			.clock(CLOCK_50),
			.colour(colour),
			.x(x),
			.y(y),
			.plot(writeEn),
			.VGA_R(VGA_R),
			.VGA_G(VGA_G),
			.VGA_B(VGA_B),
			.VGA_HS(VGA_HS),
			.VGA_VS(VGA_VS),
			.VGA_BLANK(VGA_BLANK_N),
			.VGA_SYNC(VGA_SYNC_N),
			.VGA_CLK(VGA_CLK));
		defparam VGA.RESOLUTION = "160x120";
		defparam VGA.MONOCHROME = "FALSE";
		defparam VGA.BITS_PER_COLOUR_CHANNEL = 1;
		defparam VGA.BACKGROUND_IMAGE = "black.mif";
	   datapath d0(.clock(CLOCK_50), 
	            .reset(resetn),
					.position(SW[6:0]),
					.enable(enable),
					.ld_x(ld_x), 
					.ld_y(ld_y), 
					.ld_c(ld_c),
					.color_in(SW[9:7]),
					.color_out(colour),
					.x_out(x),
					.y_out(y)
	      );
    control c0(.go(!KEY[3]), 
	            .reset(resetn),
				   .clock(CLOCK_50), 
					.ld_x(ld_x), 
					.ld_y(ld_y), 
					.ld_c(ld_c), 
					.enable(enable), 
					.plot(writeEn)
					);
endmodule
module datapath(clock,reset,position,enable,ld_x,ld_y,ld_c,color_in,color_out,x_out,y_out);
input clock;
input reset;
input enable;
input ld_x,ld_y,ld_c;
input [6:0] position;
input [2:0] color_in;
output [7:0] x_out;
output [6:0] y_out;
output [2:0] color_out;
reg [7:0] x;
reg [6:0] y;
reg [2:0] color;
reg [3:0] index;
reg stop;
always @(posedge clock)
begin
if(!reset)
begin
x <= 8'b00000000;
y <= 7'b0000000;
color <= 3'b000;
end
else
begin
if(ld_x)   
x <= {1'b0, position};
if(ld_y)   
y <= position;
if(ld_c)   
color <= color_in;
end
end
always @(posedge clock)
begin
if(!reset)
index[3:0] <= 4'b0000;
else if(enable)
begin
if(index[3:0] == 4'b1111)
index[3:0] = 4'b0000;
else
index = index + 1'b1;
end
end
assign x_out = x + index[1:0];
assign y_out = y + index[3:2];
assign color_out = color;
endmodule
module control(go,reset,clock,ld_x,ld_y,ld_c,enable,plot);
input go;
input reset;
input clock;
output reg ld_x,ld_y,ld_c,enable,plot;
reg [2:0] current_state,next_state;
localparam  S_LOAD_x = 3'd0,
            S_LOAD_x_WAIT = 3'd1,
            S_LOAD_y_c = 3'd2,
				S_LOAD_y_c_WAIT = 3'd3,
				S_CYCLE_0 = 3'd4;
always @(*)
begin
case(current_state)
S_LOAD_x: next_state = go ? S_LOAD_x_WAIT : S_LOAD_x;
S_LOAD_x_WAIT: next_state = go ? S_LOAD_x_WAIT : S_LOAD_y_c;
S_LOAD_y_c: next_state = go ? S_LOAD_y_c_WAIT : S_LOAD_y_c;
S_LOAD_y_c_WAIT: next_state = go ? S_LOAD_y_c_WAIT : S_CYCLE_0;
S_CYCLE_0: next_state = S_LOAD_x;
endcase 
end
always @(*)
begin
ld_x = 1'b0;
ld_y = 1'b0;
ld_c = 1'b0;
plot = 1'b0;
enable = 1'b0;
case(current_state)
S_LOAD_x: begin
          ld_x <= 1'b1;
			 end
S_LOAD_y_c: begin 
          ld_y <= 1'b1;
			 ld_c <= 1'b1;
			 end
S_CYCLE_0: begin
          enable <= 1'b1;
			 plot <= 1'b1;
			 end
endcase
end
always @(posedge clock)
begin
if(!reset)
current_state <= S_LOAD_x;
else
current_state <= next_state;
end
endmodule
```
**flow/constraint.sdc**
```tcl
current_design control

set clk_period 1.1
set clk_io_pct 0.2

create_clock -name clk0 -period $clk_period [get_ports {clock}]

set non_clock_inputs [all_inputs -no_clocks]
set_input_delay [expr $clk_period * $clk_io_pct] -clock clk0 $non_clock_inputs
set_output_delay [expr $clk_period * $clk_io_pct] -clock clk0 [all_outputs]
```
==> impl_metrics.py <==
# Metrics from the implementation run
metrics = {
    "status": {
        "status": "complete, but fails checks",
        "violations": "negative setup slack",
    },
    "drt": {
        "drt_iter0_drc": 7,
        "ant_nets": 0,
        "met2_length_um": 255,
        "drt-wirelength-per-cell_um": 6.71,
        "highest_layer": "met4",
        "wl_met1_um": 204,
        "first_pass_iters": 2,
        "remaining_drc_errors": 0,
        "wl_met3_um": 69,
        "vias": 202,
        "n_antenna_cell": 0,
        "wirelength_um": 564,
        "via_per_inst": 2.40,
    },
    "sta": {
        "setup_viol": 2,
        "tns_ns": -0.0708,
        "finalClockPeriodUsage_pct": 103,
        "worst_hold_slack_ns": 0.595,
        "rsz0062_at_grt": "true",
        "tightest_slew_ns": 0.186,
        "unclocked_regs": 3,
        "fmax_mhz": 881,
        "final_hold_viol_count": 0,
        "layout_min_cycle_time_ns": 1.14,
        "postLayoutSetupSlackWorst_ns": -0.0355,
        "untimed_endpoints": 3,
        "slew_viol_final": 0,
        "relSlewSlack_pct": 87.6,
    },
    "global_route": {
        "first_global_vias": 233,
        "grt.total_usage_pct": 1.88,
        "grt_antenna_before_repair": 0,
        "grt-ovfl-total": 0,
        "grt_pass1_wl_um": 979,
        "grt_max_degree": 5,
    },
    "power": {
        "ir_drop_mv": 0.154,
        "leakage_nw": 0.172,
        "power.density_nw_per_um2": 785,
        "total_power_mw": 0.331,
    },
    "run": {
        "warnings": 27,
        "drv_cap": 0,
    },
    "floorplan": {
        "placement_rows": 21,
        "fp-utilization_pct": 6.26,
        "io_pins": 8,
        "core_area_um2": 3420,
        "die_w_um": 80,
        "chip_area_um2": 6400,
        "die_h_um": 80,
    },
    "setup_path": {
        "startpoint_type": "register",
        "setup.worst_path.end_class": "output port",
        "worstPathArrival_ns": 0.92,
        "critical_path_class": "reg2out",
        "path_max_fanout": 4,
        "critPathRequiredTime_ns": 0.88,
        "slowest_stage": "dfxtp_4",
        "cp_cell_sequence": "nor2_4, and2_4, buf_2",
        "cpPeakStageDelay_ns": 0.36,
    },
    "logic_synthesis": {
        "yosys.area.top_type": "dfxtp_1",
        "netlist.area_leader.share_pct": 28.1,
        "syn-cell-area_um2": 214,
        "yosys_area_um2": 214,
        "top_cells_by_count": "3 x and2_1, 3 x dfxtp_1, 3 x dlxtn_1, 3 x nor2b_1",
        "syn_avg_cell_area_um2": 9.73,
        "synthFlopType": "dlxtn_1",
        "yosys_warnings": 1,
        "yosys_cells": 22,
        "top_cells_by_area": "dfxtp_1 28%, dlxtn_1 21%, and2_1 8.8%",
        "synthArstFlopShare_pct": 0,
        "netlist_instances": 22,
        "ys_types": 12,
        "edf_count": 0,
        "ys.flops": 6,
    },
    "place": {
        "dp_hpwl_um": 435,
        "placed_cell_area_um2": 349,
        "place_congestion": 0.639,
        "io_buffers": 7,
        "placed_cells": 76,
        "place_ws_ns": -0.296,
    },
    "cts": {
        "h-tree-depth": 1,
        "cts_buffer_depth": 2,
        "cts-root-buf": "clkbuf_4",
        "cts_tree": "built",
        "numCtsBuffers": 3,
        "path_clk_slew_ns": 0.04,
    },
    "cells_and_area": {
        "drive_gt1_share_pct": 65.8,
        "final_cells": 84,
        "postLayoutCellArea_um2": 422,
        "utilization_pct": 12.3,
        "syn2layout_area_growth_pct": 97.1,
    },
    "worst_hold_path": {
        "min_path_type": "in2reg",
    },
}
==> power by group <==
group / total, mW / internal [mW] / switching (mW)
Combinational: 0.0261 / 0.0182 / 0.00790
Clock: 0.194 / 0.136 / 0.0584
Sequential: 0.111 / 0.108 / 0.00302
Total: 0.331 / 0.262 / 0.0693
==> layout by cell type (no fill, tap or decap) <==
master and n:
buf_4 6, buf_2 5, nor2b_1 3, and2_1 3
clkbuf_4 3, dlxtn_1 3, nor2_4 2, dfxtp_4 2
clkdlybuf4s50_1 2, nand2b_4 1, or4b_4 1, o21ai_2 1
a21boi_0 1, and2_4 1, nor3_2 1, clkbuf_1 1
dfxtp_2 1, buf_6 1
==> final cells by class <==
| cell class | instances | area (um2) |
|---|---|---|
| timing repair buffer | 14 | 101 |
| sequential | 6 | 114 |
| multi-input combinational | 14 | 123 |
| clock buffer | 4 | 26.3 |
| fill | 396 | 2990 |
| tap | 46 | 57.6 |
==> path summary, 6_finish.rpt <==
kind	start	endpoint	slack [ns]	cells past startpoint
hold / removal	reset	current_state[0]	0.60	2
setup / recovery	current_state[1]	enable	-0.04	3
==> critical path, delay by kind of cell (launching register included) <==
family / cells / cell delay (ns)
DFF: 1 / 0.36
and+or+nand+nor: 2 / 0.24
buffers and inverters: 1 / 0.08
==> registers in the layout, summed over array words and instances, names as in the netlist <==
signal         count
next_state         3
current_state      3
==> cells by family after synthesis <==
group | Yosys count | synth area share [%]
buffers and inverters | 2 | 7.02
DFF | 3 | 28.1
latches | 3 | 21.1
AOI/OAI and AO/OA | 2 | 7.60
and+or+nand+nor | 12 | 36.3
==> layer usage <==
layer | global-route usage, % | up-vias
li1 | - | 101
met1 | 1.93 | 89
met2 | 3.05 | 8
met3 | 0.682 | 4
met4 | 1.41 | 0
met5 | 0 | -
==> repair_timing <==
item,in CTS,in global routing
endpoints found under the setup margin,5,5
buffers inserted,3,1
resized,28,0
pin swaps,4,1
hold buffers,0,0
Power figures rest on the tool's default switching activity, not on a simulated workload.
