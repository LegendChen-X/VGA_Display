File: flow/constraint.sdc
current_design HEX

set clk_period 2.0
set clk_io_pct 0.2

create_clock -name clk0 -period $clk_period

set non_clock_inputs [all_inputs -no_clocks]
set_input_delay [expr $clk_period * $clk_io_pct] -clock clk0 $non_clock_inputs
set_output_delay [expr $clk_period * $clk_io_pct] -clock clk0 [all_outputs]
File: flow/run.sh
#!/bin/bash
# OpenROAD 26Q1-2900-gdf79404cd8, Yosys 0.63+post, stock flow scripts
make -C /OpenROAD-flow-scripts/flow DESIGN_CONFIG=/design/flow/config.mk WORK_HOME=/design/flow/orfs finish
File: flow/design.v
module RAM (KEY,SW,HEX0,HEX2,HEX4,HEX5);
	input [9:0] SW;
	input [0:0]KEY;
	output [6:0] HEX0, HEX2, HEX4, HEX5;
	wire [3:0] q;
	ram32x4 ram(
		.address(SW[8:4]),
		.clock(~KEY[0]),
		.data(SW[3:0]),
		.wren(SW[9]),
		.q(q)
	);
	HEX front_address(
		.HEX0(SW[8]),
		.B(HEX5)
		);
	HEXr rear_address(
		.HEX0(SW[7:4]),
		.B(HEX4)
		);
	HEX input_data(
		.HEX0(SW[3:0]),
		.B(HEX2)
		);
	HEX memory_data(
		.HEX0(q),
		.B(HEX0)
		);
endmodule
module HEX(HEX0, B);
input [3:0] B;
output [6:0] HEX0;
     assign HEX0[0] = (B[0] & B[1] & ~B[2] & B[3]) | (~B[0] & ~B[1] & B[2] & ~B[3]) | (B[0] & ~B[1] & B[2] & B[3]) | (B[0] & ~B[1] & ~B[2] & ~B[3]);
     assign HEX0[1] = ~B[0] & B[2] & B[3] | ~B[0] & B[1] & B[2] | B[0] & B[1] & B[3] | B[0] & ~B[1] & B[2] & ~B[3];
	  assign HEX0[2] = ~B[0] & B[1] & ~B[2] & ~B[3] | ~B[0] & B[2] & B[3] | B[1] & B[2] & B[3];
	  assign HEX0[3] = ~B[0] & ~B[1] & B[2] & ~B[3] | ~B[0] & B[1] & ~B[2] & B[3] | B[0] & B[1] & B[2] | B[0] & ~B[1] & ~B[2] & ~B[3];
	  assign HEX0[4] = ~B[1] & B[2] & ~B[3] | B[0] & ~B[3] | B[0] & ~B[1] & ~B[2];
     assign HEX0[5] = B[1] & ~B[2] & ~B[3] | B[0] & ~B[2] & ~B[3] | B[0] & B[1] & ~B[3] | B[0] & ~B[1] & B[2] & B[3];
	  assign HEX0[6] = ~B[1] & ~B[2] & ~B[3] | ~B[0] & ~B[1] & B[2] & B[3] | B[0] & B[1] & B[2] & ~B[3];
endmodule  
File: flow/config.mk
export PLATFORM = sky130hd
export DESIGN_NAME = HEX
export DESIGN_NICKNAME = HEX
export VERILOG_FILES = /design/flow/design.v
export SDC_FILE = /design/flow/constraint.sdc
export NUM_CORES = 4
export LEC_CHECK = 1
export CORE_AREA = 10 10 70 70
export DIE_AREA = 0 0 80 80
==> flow_results.xml <==
<?xml version="1.0" encoding="UTF-8"?>
<metrics>
  <group name="place">
    <metric name="io_buffers" unit="">11</metric>
    <metric name="dpl_cell_area" unit="um2">425.4</metric>
    <metric name="dpl.cell_count" unit="">93</metric>
    <metric name="sum_of_net_half_perimeters_after_detailed_placement" unit="um">620.5</metric>
    <metric name="routabilityCongestion" unit="">0.6526</metric>
  </group>
  <group name="power_and_ir_drop">
    <metric name="power.switching" unit="mW">0.03730</metric>
    <metric name="leakagePower" unit="nW">0.2091</metric>
    <metric name="peakVddDrop" unit="V">0.00003660</metric>
    <metric name="power_per_cell_area" unit="nW/um2">194.1</metric>
    <metric name="fin_total_pwr" unit="mW">0.09761</metric>
    <metric name="comb_power_share" unit="%">100.0</metric>
    <metric name="clockPowerShare" unit="%">0</metric>
    <metric name="p_int" unit="mW">0.06031</metric>
    <metric name="p_sw_share" unit="%">38.21</metric>
    <metric name="reg_power_share" unit="%">0</metric>
  </group>
  <group name="layout">
    <metric name="layout-drive-gt1-share" unit="%">49.06</metric>
    <metric name="final.fill_count" unit="">386</metric>
    <metric name="sequential_cell_total" unit="">0</metric>
    <metric name="final-instance-count-excl-fill" unit="">99</metric>
    <metric name="sequential_cell_area" unit="um2">0</metric>
    <metric name="syn_to_final_growth" unit="%">123.3</metric>
    <metric name="stdcell_area" unit="um2">503.0</metric>
    <metric name="clock_buffers" unit="">0</metric>
  </group>
  <group name="drt">
    <metric name="antenna_cells_inserted" unit="">0</metric>
    <metric name="drc_violations_left" unit="">0</metric>
    <metric name="wl" unit="um">836</metric>
    <metric name="post_drt_via_cell_ratio" unit="">3.111</metric>
    <metric name="routed_wire_length_per_instance" unit="um">8.444</metric>
    <metric name="via_count" unit="">308</metric>
    <metric name="route.antenna.remaining_nets" unit="">0</metric>
    <metric name="detail_route.iter0.violations" unit="">16</metric>
    <metric name="drtPass1Iterations" unit="">4</metric>
  </group>
  <group name="global_routing">
    <metric name="grt_pass1_vias" unit="">289</metric>
    <metric name="grt_pass1_wl" unit="mm">1.393</metric>
    <metric name="antenna_found_initial" unit="">0</metric>
    <metric name="grt_overflow_total" unit="">0</metric>
    <metric name="grt_overall_usage" unit="%">2.563</metric>
    <metric name="pin_count_of_the_biggest_net_entering_global_routing" unit="">11</metric>
  </group>
  <group name="floorplan">
    <metric name="core_area" unit="um2">3416</metric>
    <metric name="pre_placement_core_utilization" unit="%">6.593</metric>
    <metric name="ioPinCount" unit="">11</metric>
    <metric name="die_h" unit="um">80</metric>
    <metric name="die-area" unit="um2">6400</metric>
    <metric name="rows" unit="">21</metric>
    <metric name="floorplan.die.width" unit="um">80</metric>
  </group>
  <group name="run">
    <metric name="log_warnings" unit="">32</metric>
    <metric name="max_cap_violations" unit="">0</metric>
  </group>
  <group name="critical_path">
    <metric name="worst_path_largest_cell_delay" unit="ps">460</metric>
    <metric name="cp_cell_sequence" unit="">buf_2, buf_6, nor4b_4, a31oi_1, nand3_1, clkdlybuf4s50_1</metric>
    <metric name="worstPathMaxFanout" unit="">7</metric>
    <metric name="crit_path_top_delay_cell" unit="">clkdlybuf4s50_1</metric>
    <metric name="endpoint_kind" unit="">output pin</metric>
    <metric name="timing_worst_setup_path_type" unit="">input port to output pin</metric>
    <metric name="timing.critical_path.required" unit="ps">1600</metric>
    <metric name="startpoint_class" unit="">input port</metric>
    <metric name="critical_path_arrival" unit="ps">1530</metric>
  </group>
  <group name="timing">
    <metric name="period_needed" unit="ps">1934</metric>
    <metric name="max_freq" unit="MHz">517.0</metric>
    <metric name="slew_headroom" unit="%">87.92</metric>
    <metric name="setup-violations-final" unit="">0</metric>
    <metric name="final_min_period_over_clock_period" unit="%">96.71</metric>
    <metric name="final-max-slew-violation-count" unit="">0</metric>
    <metric name="timing.hold.ws" unit="ps">1378</metric>
    <metric name="worst-slew-pin-transition" unit="ps">180.4</metric>
    <metric name="setup_tns" unit="ps">0</metric>
    <metric name="hold_viol_final" unit="">0</metric>
  </group>
  <group name="synthesis">
    <metric name="top_cells_by_area" unit="">nand3_1 11%, buf_6 10%, nand3b_1 6.7%, o21a_1 6.7%, o221ai_2 6.7%</metric>
    <metric name="yosys.cell_types.count" unit="">23</metric>
    <metric name="yosys_warnings" unit="">0</metric>
    <metric name="fraction_of_the_yosys_area_taken_by_sequential_cells" unit="%">0</metric>
    <metric name="syn_std_cell_area" unit="um2">225.2</metric>
    <metric name="top_area_cell" unit="">nand3_1</metric>
    <metric name="synth_top_area_share" unit="%">11.11</metric>
    <metric name="yosys_stat_area" unit="um2">225.2</metric>
    <metric name="number_of_standard_cells_reported_by_yosys" unit="">31</metric>
    <metric name="syn-instance-count" unit="">31</metric>
    <metric name="syn_avg_cell_area" unit="um2">7.265</metric>
  </group>
  <group name="outcome">
    <metric name="outcome" unit="">complete, no violations</metric>
  </group>
  <group name="worst_hold_path">
    <metric name="worst_hold_path_type" unit="">input port to output pin</metric>
  </group>
</metrics>
## through the flow
step / util, % / worst slack, ps
after global routing: 14.73 / -0.7672
after CTS: 13.74 / 1.609
after global placement: 12.45 / -351.8
after floorplan: - / 702.6
after detailed placement: 12.45 / -363.7
final: 14.73 / 65.82
## worst paths after layout
kind | from | cells after the start | endpoint
max | B[1] | 6 | HEX0[3]
min | B[2] | 4 | HEX0[0]
## area by class of cell
type | instances | area [um2] | share of cell area (%)
Multi-Input combinational cell | 27 | 211.5 | 42.04
Tap cell | 46 | 57.56 | 11.44
Timing Repair Buffer | 26 | 234.0 | 46.52
## cell usage in the layout, fill, tap and decap left out, drive strengths merged, types with 2 or more instances in the layout
cell           Yosys  routed
nand3b             2       2
nand2              2       2
clkdlybuf4s50      0       2
clkbuf             0       3
nor2               3       3
o21a               2       2
buf                4      16
dlygate4sd2        0       5
nand3              5       5
## metal layers
metal,up-vias,GRT usage (%),part of all wire (%)
met4,0,0,0
met3,0,0.5682,7.2
li1,162,-,-
met2,5,4.414,49
met5,-,0,0
met1,141,3.362,44
## cell usage after synthesis
cell      instances
nand3_1           5
buf_6             2
nand3b_1          2
nor2_1            2
o21a_1            2
a22o_1            1
a31oi_1           1
a32o_1            1
buf_2             1
buf_4             1
nand2_1           1
nand2_2           1
nand2b_1          1
nor2_2            1
nor2b_1           1
nor4b_1           1
o211ai_1          1
o21ai_1           1
o221ai_2          1
o22ai_2           1
or2b_1            1
or3b_1            1
xnor2_1           1
## power groups by stage
stage / Clock [mW] / Sequential, mW / Combinational [mW]
CTS: 0 / 0 / 0.0902
global route: 0 / 0 / 0.108
finish: 0 / 0 / 0.0976
## cells by family (layout without fill, tap and decap cells)
| family | after synthesis | count (layout) | synth area share, % |
|---|---|---|---|
| XOR/XNOR | 1 | 1 | 3.890 |
| AND/OR/NAND/NOR | 17 | 17 | 45.01 |
| buffers and inverters | 4 | 26 | 15.55 |
| AND-OR/OR-AND | 9 | 9 | 35.55 |
## critical path, delay by kind of cell
kind | cells | cell delay (ps)
buffers and inverters | 3 | 730
and+or+nand+nor | 2 | 340
AOI/OAI and AO/OA | 1 | 70
## repair_timing
item | in CTS | in global routing
hold buffers | 0 | 0
buffers inserted | 2 | 3
pin swaps | 2 | 0
gates cloned | 1 | 0
endpoints found under the setup margin | 7 | 2
gates resized | 20 | 6
Power is estimated from default activity; no workload was simulated.
